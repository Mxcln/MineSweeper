[design.v]
`default_nettype none
`timescale 1ns/1ps
module vga_control (
    input	wire					vga_clk,   
    input	wire					rst_n,     
    input	wire	[ 15:0 ]		rgb_data,  
    output	reg						h_sync,    
    output	reg						v_sync,    
    output	reg		[ 11:0 ]		addr_h,    
    output	reg		[ 11:0 ]		addr_v,    
    output	wire	[ 3:0 ]		    rgb_r,     
    output	wire	[ 3:0 ]			rgb_g,     
    output	wire	[ 3:0 ]			rgb_b      
);
    reg			[ 11:0 ]			cnt_h			;  
    reg			[ 11:0 ]			cnt_v			;  
    reg			[ 15:0 ]			rgb			    ;  
    wire		flag_enable_cnt_h			;    
    wire		flag_clear_cnt_h			;    
    wire		flag_enable_cnt_v			;    
    wire		flag_clear_cnt_v			;    
    wire		flag_add_cnt_v  			;
    wire		valid_area      			;
    assign      rgb_r = rgb[ 15:12 ]    ;   
    assign      rgb_g = rgb[ 10:7 ]     ;
    assign      rgb_b = rgb[ 4:1 ]      ;
    always @( posedge vga_clk or negedge rst_n ) begin
        if ( !rst_n ) begin
            cnt_h <= 0;
        end
        else if ( flag_enable_cnt_h ) begin
            if ( flag_clear_cnt_h ) begin
                cnt_h <= 0;
            end
            else begin
                cnt_h <= cnt_h + 1;
            end
        end
        else begin
            cnt_h <= 0;
        end
    end
    assign flag_enable_cnt_h = 1;
    assign flag_clear_cnt_h  = (cnt_h == (16 + 96 + 48 + 640) - 1);
    always @( posedge vga_clk or negedge rst_n ) begin
        if ( !rst_n ) begin
            h_sync <= 0;
        end
        else if ( cnt_h == 96 - 1 ) begin  
            h_sync <= 1;
        end
        else if ( flag_clear_cnt_h ) begin  
            h_sync <= 0;
        end
        else begin
            h_sync <= h_sync;
        end
    end
    always @( posedge vga_clk or negedge rst_n ) begin
        if ( !rst_n ) begin
            cnt_v <= 0;
        end
        else if ( flag_enable_cnt_v ) begin
            if ( flag_clear_cnt_v ) begin
                cnt_v <= 0;
            end
            else if ( flag_add_cnt_v ) begin
                cnt_v <= cnt_v + 1;
            end
            else begin
                cnt_v <= cnt_v;
            end
        end
        else begin
            cnt_v <= 0;
        end
    end
    assign flag_enable_cnt_v = flag_enable_cnt_h;
    assign flag_clear_cnt_v  = (cnt_v == (10 + 2 + 29 + 480) - 1);
    assign flag_add_cnt_v    = flag_clear_cnt_h;
    always @( posedge vga_clk or negedge rst_n ) begin
        if ( !rst_n ) begin
            v_sync <= 0;
        end
        else if ( cnt_v == 2 - 1 ) begin
            v_sync <= 1;
        end
            else if ( flag_clear_cnt_v ) begin
            v_sync <= 0;
            end
        else begin
            v_sync <= v_sync;
        end
    end
    always @( posedge vga_clk or negedge rst_n ) begin
        if ( !rst_n ) begin
            addr_h <= 0;
        end
        else if ( valid_area ) begin
            addr_h <= cnt_h - 96 - 48 + 1;
        end
        else begin
            addr_h <= 0;
        end
    end
    always @( posedge vga_clk or negedge rst_n ) begin
        if ( !rst_n ) begin
            addr_v <= 0;
        end
        else if ( valid_area ) begin
            addr_v <= cnt_v - 2 - 29 + 1;
        end
        else begin
            addr_v <= 0;
        end
    end
    assign valid_area = (cnt_h >= 96 + 48) && (cnt_h <= 96 + 48 + 640) 
                        && (cnt_v >= 2 + 29) && (cnt_v <= 2 + 29 + 480);
    always @( posedge vga_clk or negedge rst_n ) begin
        if ( !rst_n ) begin
            rgb <= 16'h0000   ;
        end
        else if ( valid_area ) begin
            rgb <= rgb_data ;
        end
        else begin
            rgb <= 16'h0000   ;
        end
    end
endmodule
[constraint.sdc]
current_design vga_control

set clk_period 4.0
set clk_io_pct 0.2

create_clock -name clk0 -period $clk_period [get_ports {vga_clk}]

set non_clock_inputs [all_inputs -no_clocks]
set_input_delay [expr $clk_period * $clk_io_pct] -clock clk0 $non_clock_inputs
set_output_delay [expr $clk_period * $clk_io_pct] -clock clk0 [all_outputs]
[run.sh]
#!/bin/bash
# OpenROAD 26Q1-2900-gdf79404cd8, Yosys 0.63+post, stock flow scripts
make -C /OpenROAD-flow-scripts/flow DESIGN_CONFIG=/design/flow/config.mk WORK_HOME=/design/flow/orfs finish
[config.mk]
export PLATFORM = sky130hd
export DESIGN_NAME = vga_control
export DESIGN_NICKNAME = vga_control
export VERILOG_FILES = /design/flow/design.v
export SDC_FILE = /design/flow/constraint.sdc
export NUM_CORES = 4
export LEC_CHECK = 1
export CORE_UTILIZATION = 40
==> flow_metrics.tcl <==
# yosys + openroad results
set metrics [dict create \
    p_per_area_nw_per_um2 340 \
    irDropWorstVdd_mv 0.142 \
    synth-async-reset-ratio 1.00 \
    critical_path_arrival_ns 2.34 \
    hold_violations 0 \
    first_global_vias 1772 \
    worst_r2r_start "cnt_h[0]" \
    core.rowCount 29 \
    cts_tree "yes" \
    numClockSinks 62 \
    finalCoreUtilization 0.533 \
    cts.root.buffer_cell "clkbuf_8" \
    cts.repair.resized 0 \
    cts_inserted_buffers 9 \
    edf_count 0 \
    grt_pass1_wl_mm 8.36 \
    timing.reg2reg.setup_slack_ns 1.88 \
    warnings 32 \
    grt_start_max_net_pins 34 \
    globalplace.congestion 0.815 \
    fin_cells 380 \
    synthesis.instances 251 \
    clock_skew_ns 0.00539 \
    vias 1842 \
    detail_route.drc_violations 0 \
    die-area_um2 7190 \
    clock_power_share 0.444 \
    setup_slack_ns 1.88 \
    outcome "finished, final reports clean" \
    area.growth.synth_to_final_pct 26.2 \
    yosys_most_used_dff "dfrtp_1" \
    antenna_diode_count 0 \
    final.fill_count 547 \
    place_area_um2 3270 \
    clkLatencyLatePin_ns 0.33 \
    placeableCoreArea_um2 6490 \
    synthTopCellsByArea "dfrtp_1 (57%), xor2_1 (5.4%), nor2_1 (4.5%), and2_1 (3.9%), xnor2_1 (3.8%)" \
    dr.first_iter.drc_count 91 \
    post-route-min-period_ns 2.12 \
    cts_max_level 3 \
    synth.yosys.chip_area_um2 2740 \
    worst_ep_required_ns 4.22 \
    clk_pin_slew_ns 0.07 \
    fin_crit_sh 0.531 \
    rsz0062_at_grt "false" \
    grt_util_all_layers 0.148 \
    gr-total-overflow 0 \
    cts_buffer_depth 2 \
    die.size.y_um 84.8 \
    cap_violations 0 \
    flops_out_of_synthesis 62 \
    yosysTopAreaCellShare 0.566 \
    min-delay-path-class "in2async" \
    antenna_found_initial 0 \
    timing.max_slew.rel_slack 0.567 \
    syn_area_per_cell_um2 10.9 \
    dpl.hpwl_mm 3.28 \
    timing_worst_slew_pin_value_ns 0.650 \
    rr_endpoint "cnt_v[11]" \
    p_sw_w 0.000248 \
    crit_path_start_kind "flip-flop" \
    top_cells_by_count "dfrtp_1 (62), nor2_1 (33), and2_1 (17), xor2_1 (17), nand2_1 (15)" \
    power_frac_seq 0.534 \
    synth.yosys.num_cells 251 \
    comb_power_share 0.022 \
    drive_above_1_share 0.0858 \
    worstSetupEndpointType "flip-flop" \
    setup_tns_ns 0 \
    worstPathMaxFanout 12 \
    synthesis.yosys.warnings 1 \
    yosys.cell_types.count 43 \
    drt-wirelength-per-cell_um 12.8 \
    vias_per_cell 4.85 \
    final_antenna_net_count 0 \
    sequential_share_of_the_synthesized_area 0.566 \
    reg2reg_depth 5 \
    worst-setup-path-type "reg2reg" \
    intPower_w 0.000927 \
    fraction_of_power_spent_switching_nets 0.211 \
    postLayoutCellArea_um2 3460 \
    yosys.area.top_type "dfrtp_1" \
    final-max-slew-violation-count 0 \
    setup_violations 0 \
    cts.repair_timing.setup_buffer_count 0 \
    fp-utilization 0.422 \
    routed_wl_mm 4.87 \
    drt_first_pass_iters 23 \
    fp.dieW_um 84.8 \
    top_cell "dfrtp_1" \
    dpl_worst_slack_ns 1.89 \
    numPortBuffers 51 \
    dp_cells 364 \
    cts.hold.buffers_added 0 \
    max_freq_mhz 471 \
    boundaryPins 56 \
    leakage_nw 1.63 \
    cell_area_synth_um2 2740 \
]
stage by stage:
| step | power, W | hold slack, ns |
|---|---|---|
| global placement | 0.000667 | 0.514 |
| detailed placement | 0.000667 | 0.506 |
| finish | 0.00118 | 0.486 |
| CTS | 0.00119 | 0.501 |
| global route | 0.00123 | 0.535 |
| floorplan | 0.000640 | 0.442 |
cells in the final DEF (no fill, tap or decap), drive strengths merged, types with 2 or more instances in the layout:
| cell type | count |
|---|---|
| and2 | 17 |
| o21ai | 2 |
| clkbuf | 10 |
| nor3 | 7 |
| nand4 | 6 |
| conb | 2 |
| clkdlybuf4s50 | 50 |
| xnor2 | 12 |
| and3 | 4 |
| a21oi | 3 |
| nor4b | 2 |
| inv | 5 |
| nor3b | 2 |
| dfrtp | 62 |
| clkinv | 5 |
| mux2 | 2 |
| or4 | 2 |
| nand3 | 15 |
| nand3b | 2 |
| xor2 | 17 |
| nor4 | 4 |
| buf | 2 |
| and4 | 3 |
| nor2 | 33 |
| ha | 6 |
| nand2 | 15 |
worst max-delay path: stages (launching register included):
cell	delay [ns]
dfrtp_1	0.43
ha_1	0.21
and3_1	0.43
nand3_1	0.30
nor3_1	0.29
mux2_2	0.36
sequential cells by signal, summed over array words and instances (netlist names):
signal	count
cnt_h	12
v_sync	1
cnt_v	12
rgb	12
addr_h	12
h_sync	1
addr_v	12
kinds of logic after synthesis:
kind of cell | after synthesis | share of synthesized area
buffers and inverters | 22 | 0.0374
DFF | 62 | 0.566
other | 1 | 0.00137
AOI/OAI and AO/OA | 13 | 0.0342
adders and majority gates | 6 | 0.0274
xor gates and xnor gates | 29 | 0.0926
and+or+nand+nor | 115 | 0.229
muxes | 3 | 0.0119
how the worst max path moves through the flow:
stage	start	to	slack [ns]	depth (start not counted)
after CTS	cnt_h[0]	cnt_v[11]	1.87	5
after global routing	cnt_h[0]	cnt_v[11]	1.66	5
final	cnt_h[0]	cnt_v[11]	1.88	5
power groups by stage:
stage	clock network (W)	registers [W]	logic, W
after CTS	0.000540	0.000628	0.0000273
after global routing	0.000568	0.000627	0.0000299
final	0.000521	0.000628	0.0000259
metal layers:
layer | vias up | GRT usage | wire, um
met5 | - | 0 | 0
met4 | 0 | 0.0308 | 89
met3 | 7 | 0.0249 | 207
met2 | 43 | 0.222 | 2110
met1 | 858 | 0.241 | 2470
li1 | 934 | - | -
final cells by class:
type                    count  area [um^2]  share of cell area
flip-flops and latches     62         1550               0.448
well taps                  77         96.3              0.0278
multi-input cells         168         1090               0.316
clock inverters             6         62.6              0.0181
inverters                   5         18.8             0.00542
clock buffers              10          128              0.0369
repair buffers             52          513               0.148
Power is estimated from default activity; no workload was simulated.
