File: design.v
`timescale 1ns / 1ps
module button_process(       
    input   wire                clk,
    input   wire                rst_n,
    input   wire    [4:0]       button_prev_i,           
    output  reg     [4:0]       button_ac_o              
    );         
    parameter Wait_Time = 32'd10_000_000;
    reg [32 : 0] btCount;                            
    reg [4 : 0] delay_input;                         
    reg count_flag;                                  
    always@(posedge clk) begin
        if(!rst_n)
            delay_input <= 'b0;
        else 
            delay_input <= button_prev_i;
    end
    always@(posedge clk) begin
        if(!rst_n)
            count_flag <= 0;
        else if(delay_input != button_prev_i)        
            count_flag <= 1;
        else if (btCount == Wait_Time)               
            count_flag <= 0;
    end
    always@(posedge clk) begin
        if(!rst_n)
            btCount <= 0;
        else if(count_flag)                          
            btCount <= btCount + 1;
        else
            btCount <= 0;                            
    end
    always@(posedge clk) begin 
        if(!rst_n)
            button_ac_o <= 'b0;                     
        else if(btCount == Wait_Time )
            button_ac_o <= button_prev_i;                 
        else
            button_ac_o <= 0;     
    end
endmodule
`timescale 1ns / 1ps
module display_seg (
    input   wire                    clk             ,
    input   wire                    rst_n           ,
    input   wire    [15:0]          seg_8421_code   ,    
    output  reg     [6:0]           seg             ,    
    output  reg     [3:0]           display_digit        
);         
    parameter   LIMIT   =   50000;           
    reg     [3:0]   sel_num ;                
    reg     [19:0]  count   ;                
    reg     [2:0]   sel     ;                
    always@(posedge clk) begin
        if(!rst_n)
            count <= 0 ;
        else begin
            count <= count + 1;
            if(count == LIMIT) begin                 
                count <= 0;
                sel <= sel + 1 ;
                if(sel == 4)
                    sel <= 0;
            end
        end
    end
    always@(posedge clk) begin
        if(!rst_n) begin
            sel_num <= 0;
            display_digit <= 0;
        end
        else begin
            case(sel)
                0:begin
                    sel_num <= seg_8421_code[3:0];
                    display_digit <= 4'b1110;
                end
                1:begin
                    sel_num <= seg_8421_code[7:4];
                    display_digit <= 4'b1101;
                end
                2:begin
                    sel_num <= seg_8421_code[11:8];
                    display_digit <= 4'b1011;
                end
                3:begin
                    sel_num <= seg_8421_code[15:12]; 
                    display_digit <= 4'b0111;
                end
            endcase
        end
    end
    always@(*) begin
        case(sel_num)
            4'd0: seg[6:0] = 7'b0000001;
            4'd1: seg[6:0] = 7'b1001111;
            4'd2: seg[6:0] = 7'b0010010;
            4'd3: seg[6:0] = 7'b0000110;
            4'd4: seg[6:0] = 7'b1001100;
            4'd5: seg[6:0] = 7'b0100100;
            4'd6: seg[6:0] = 7'b0100000;
            4'd7: seg[6:0] = 7'b0001111;
            4'd8: seg[6:0] = 7'b0000000;
            4'd9: seg[6:0] = 7'b0000100;
        endcase
    end
endmodule
`timescale 1ns / 1ps
module io_process_top(
    input   wire                    clk             ,
    input   wire                    rst_n           ,
    input   wire    [4:0]           button_i        ,
    input   wire    [15:0]          seg_8421_code_i ,           
    output  wire    [4:0]           button_o        ,
    output  wire    [6:0]           seg_o           ,
    output  wire    [3:0]           display_digit_o   
    );
    button_process u_button_process (
        .clk                     ( clk             ),
        .rst_n                   ( rst_n           ),
        .button_prev_i           ( button_i        ),
        .button_ac_o             ( button_o        ) 
    );
    display_seg u_display_seg (
        .clk                     ( clk             ),
        .rst_n                   ( rst_n           ),
        .seg_8421_code           ( seg_8421_code_i ),
        .seg                     ( seg_o           ),
        .display_digit           ( display_digit_o )
    );
endmodule
File: constraint.sdc
current_design io_process_top

set clk_period 5.0
set clk_io_pct 0.2

create_clock -name clk0 -period $clk_period [get_ports {clk}]

set non_clock_inputs [all_inputs -no_clocks]
set_input_delay [expr $clk_period * $clk_io_pct] -clock clk0 $non_clock_inputs
set_output_delay [expr $clk_period * $clk_io_pct] -clock clk0 [all_outputs]
File: config.mk
export PLATFORM = sky130hd
export DESIGN_NAME = io_process_top
export DESIGN_NICKNAME = io_process_top
export VERILOG_FILES = /design/flow/design.v
export SDC_FILE = /design/flow/constraint.sdc
export NUM_CORES = 4
export LEC_CHECK = 1
export CORE_UTILIZATION = 50
File: run.sh
#!/bin/bash
# OpenROAD 26Q1-2900-gdf79404cd8, Yosys 0.63+post, stock flow scripts
make -C /OpenROAD-flow-scripts/flow DESIGN_CONFIG=/design/flow/config.mk WORK_HOME=/design/flow/orfs finish
==> results.toml <==
# yosys + openroad results
[drt]
wl_per_cell_um = 13.2
num_vias = 3060
dr.pass1.iters = 20
drc = 0
totalWireLength_um = 7390
first_iter_violations = 136
ant_nets = 0
n_antenna_cell = 0
drt-vias-per-instance = 5.45

[setup_path]
timing.rr.start = "u_button_process.btCount[2]"
required_ns = 4.98
slowest_stage = "clkdlybuf4s50_1"
end_kind = "flop"
path_class = "in -> reg"
worst-r2r-cell-count = 4
path_max_fanout = 14
startpoint_type = "input pin"
cp_slowest_stage_delay_ns = 0.73
r2r_end = "u_button_process.btCount[31]"
rrSetupSlack_ns = 2.73
path_cells = "clkdlybuf4s50_1 -> inv_1 -> nor4_1"
cp_data_arrival_time_ns = 2.56

[synthesis]
postSynthAreaPerCell_um2 = 8.67
async_reset_ff_frac = 0
ys_types = 47
yosys_warnings = 2
synth_cells = 429
ys_ff = 82
edf_count = 3
ff_type = "dfxtp_1"
syn_area_mm2 = 0.00372
ys_chip_area_mm2 = 0.00372
ys_cells = 429

[sta]
setup_viol = 0
final_hold_viol_count = 0
fmax_mhz = 386
unclocked_pins = 7
tightest_slew_ns = 0.707
min_period_ns = 2.59
clock-skew-final_ns = 0.0134
untimed_endpoints = 14
slew-limit-headroom = 0.524
setup_tns_ns = 0
post-route-period-util = 0.518
final-max-slew-violation-count = 0
holdWs_ns = 0.470
rsz0062_at_grt = "no"

[run]
tool_warnings = 31
maxCapViolations = 0

[global_routing]
grt_antenna_before_repair = 0
grt_pass1_vias = 2665
use_met1 = 0.353
grt_use_total = 0.206
grt_max_degree = 30
grtUsageMet2 = 0.294
busiest_layer = "met1"
met3_usage = 0.0322
overflow = 0
grt_pass1_wl_um = 12300

[min_path]
hold_end = "u_display_seg.count[0]"
hold_path.class = "reg -> reg"
hold_depth = 1
hold_start = "u_display_seg.count[0]"

[clock_network]
holdBufCountCts = 0
clk_path_buf_depth = 2
postCtsSetupBuffers = 0
cts_resized = 0
numCtsBuffers = 9
h-tree-depth = 3
clk_pin_slew_ns = 0.08
cts_root_buf = "clkbuf_8"
tritoncts = "done"
clk_latency_ns = 0.35

[power_and_ir_drop]
switchingPower_uw = 260
share_comb_of_total_power = 0.049
p_sw_frac = 0.223
p_per_area_mw_per_mm2 = 267
ir_drop_mv = 0.161
power.leakage_nw = 1.51
sequentialPowerShare = 0.529
total_power_mw = 1.17
p_int_uw = 905
clkPwrFrac = 0.422

[layout]
fill_cells = 645
areaGrowthSynthToFinish_pct = 17.2
drive_above_1_share = 0.0541
layout_top_cells = "dfxtp_1 (72), nor2_1 (40), clkdlybuf4s50_1 (38)"
layout_top_cell = "dfxtp_1"
stdcell_count = 561

[outcome]
outcome = "completed"

[floorplan]
std_cell_rows = 31
fp.dieW_um = 88.3
ios = 39
core_area_mm2 = 0.00721
die_y_um = 88.3
chipArea_mm2 = 0.00779
initCoreUtil = 0.516

[placed_design]
routabilityCongestion = 0.845
dp_cells = 545
hpwlAfterDp_um = 5160
io_buffers = 38
## kinds of logic (layout without fill, tap and decap cells)
group / after synthesis / count (layout) / synth area share
simple gates: 186 / 186 / 0.272
compound gates: 76 / 76 / 0.129
flops: 75 / 75 / 0.412
buf+inv: 41 / 74 / 0.0440
xor+xnor: 31 / 31 / 0.0730
fa+ha+maj: 9 / 9 / 0.0303
latches: 7 / 7 / 0.0282
mux: 4 / 4 / 0.0118
## worst max-delay path, delay by kind of cell
kind / cells / cell delay, ns
buf+inv: 2 / 0.97
simple gates: 1 / 0.59
## sequential cells by signal, indices dropped and copies added (netlist names)
name and flops:
u_button_process.btCount 33, u_display_seg.count 20, u_display_seg.seg 7, u_button_process.button_ac_o 5, u_button_process.delay_input 5, u_display_seg.display_digit 4, u_display_seg.sel_num 4, u_display_seg.sel 3
u_button_process.count_flag 1
## worst max-delay path by stage
stage                 startpoint                              end  cells after the start
after CTS                  rst_n             u_display_seg.sel[0]                      3
after global routing       rst_n  u_button_process.button_ac_o[4]                      4
final                      rst_n             u_display_seg.sel[0]                      3
## stage by stage
step / setup slack (ns) / cell area [um^2] / utilization
floorplan: 3.08 / 3720 / -
global placement: 2.12 / 4150 / 0.575
detailed placement: 2.05 / 4150 / 0.575
CTS: 2.42 / 4360 / 0.605
global route: 2.30 / 4360 / 0.605
finish: 2.41 / 4360 / 0.605
## synthesized netlist by cell type, types with 2 or more instances
cell / number / area share
o21ai_0: 18 / 0.024
a21oi_1: 27 / 0.036
o21a_1: 4 / 0.0081
nor2_1: 40 / 0.040
xor2_1: 21 / 0.049
nor4b_1: 2 / 0.0047
dlxtn_1: 7 / 0.028
o31ai_1: 8 / 0.016
dfxtp_1: 72 / 0.39
and3_1: 7 / 0.012
o311ai_0: 3 / 0.0071
nor4_1: 12 / 0.020
o41ai_1: 3 / 0.0071
nand3_1: 20 / 0.027
and2_1: 18 / 0.030
nand2_1: 25 / 0.025
nand2b_1: 7 / 0.012
ha_1: 9 / 0.030
and4_1: 5 / 0.012
nor4bb_1: 2 / 0.0054
a222oi_1: 4 / 0.011
a31oi_1: 2 / 0.0034
xnor2_1: 10 / 0.024
nor3_1: 9 / 0.012
edfxtp_1: 3 / 0.024
buf_2: 2 / 0.0027
clkbuf_1: 18 / 0.018
or4_1: 8 / 0.016
buf_1: 2 / 0.0020
inv_1: 18 / 0.018
nand4_1: 17 / 0.029
or3_1: 7 / 0.012
or3_2: 3 / 0.0061
mux2_2: 3 / 0.0091
## cell type report
type                    instances  area, um^2  share of cell area
flip-flops and latches         82        1640               0.375
well taps                      99         124              0.0284
clock inverters                 4        56.3              0.0129
multi-input cells             306        1930               0.441
clock buffers                  12         156              0.0359
inverters                      18        67.6              0.0155
repair buffers                 40         395              0.0906
## routing by layer
metal / up-vias / wire length (um)
met5: - / 0
li1: 1607 / -
met3: 2 / 258
met4: 0 / 34
met2: 40 / 3140
met1: 1411 / 3950
## power groups by stage
stage                 clock (mW)  sequential [mW]  combinational, mW
after CTS                  0.505            0.616             0.0580
final                      0.492            0.616             0.0570
after global routing       0.533            0.618             0.0634
No activity file was given, so power comes from the tool's default toggle rates.
